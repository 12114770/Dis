<file path="./design.v">
(* top =  1  *)
(* src = "counter.v:1.1-95.10" *)
module counter_opt(clk, rst, mode, cnt);
  (* src = "counter.v:10.5-30.8" *)
  wire [9:0] _00_;
  (* src = "counter.v:10.5-30.8" *)
  wire [9:0] _01_;
  (* src = "counter.v:10.5-30.8" *)
  wire [9:0] _02_;
  (* src = "counter.v:10.5-30.8" *)
  wire [9:0] _03_;
  (* src = "counter.v:10.5-30.8" *)
  wire [9:0] _04_;
  (* src = "counter.v:10.5-30.8" *)
  wire [9:0] _05_;
  (* src = "counter.v:36.20-36.33|map.v:15.22-15.23" *)
  (* unused_bits = "10" *)
  wire [10:0] _06_;
  (* src = "counter.v:36.20-36.33|map.v:13.22-13.23" *)
  (* unused_bits = "9" *)
  wire [10:0] _07_;
  (* src = "counter.v:36.20-36.33|map.v:14.22-14.23" *)
  wire [10:0] _08_;
  (* src = "counter.v:36.20-36.33|map.v:25.26-25.37" *)
  wire [1:0] _09_;
  (* src = "counter.v:36.20-36.33|map.v:25.26-25.37" *)
  wire [2:0] _10_;
  (* src = "counter.v:36.20-36.33|map.v:25.26-25.37" *)
  wire [3:0] _11_;
  (* src = "counter.v:36.20-36.33|map.v:25.26-25.37" *)
  wire [4:0] _12_;
  (* src = "counter.v:36.20-36.33|map.v:25.26-25.37" *)
  wire [5:0] _13_;
  (* src = "counter.v:36.20-36.33|map.v:25.26-25.37" *)
  wire [6:0] _14_;
  (* src = "counter.v:36.20-36.33|map.v:25.26-25.37" *)
  wire [7:0] _15_;
  (* src = "counter.v:36.20-36.33|map.v:25.26-25.37" *)
  wire [8:0] _16_;
  (* src = "counter.v:36.20-36.33" *)
  wire [9:0] _17_;
  (* src = "counter.v:13.17-13.32" *)
  wire _18_;
  (* src = "counter.v:22.17-22.31" *)
  wire _19_;
  (* src = "counter.v:3.17-3.20" *)
  input clk;
  wire clk;
  (* src = "counter.v:6.29-6.32" *)
  output [9:0] cnt;
  reg [9:0] cnt = 10'h3ce;
  (* src = "counter.v:5.17-5.21" *)
  input mode;
  wire mode;
  (* src = "counter.v:4.17-4.20" *)
  input rst;
  wire rst;
  (* src = "counter.v:8.22-8.29" *)
  wire [9:0] summand;
  (* src = "counter.v:32.5-38.8" *)
  always @(posedge clk)
    if (rst) cnt <= 10'h3ce;
    else cnt <= { _17_[9:1], _08_[0] };
  assign { _07_[9:1], _06_[1] } = cnt & { summand[9], summand[9], summand[9], summand[9], summand[9], summand[4:0] };
  assign _08_[9:0] = cnt ^ { summand[9], summand[9], summand[9], summand[9], summand[9], summand[4:0] };
  assign _04_[9] = $signed(cnt) >= (* src = "counter.v:23.21-23.37" *) $signed(10'h323);
  assign _05_[9] = $signed(cnt) >= (* src = "counter.v:26.26-26.42" *) $signed(10'h32c);
  assign _01_[2] = $signed(cnt) <= (* src = "counter.v:14.21-14.36" *) $signed(10'h0e6);
  assign _02_[3] = $signed(cnt) <= (* src = "counter.v:17.26-17.41" *) $signed(10'h0e1);
  assign _18_ = $signed(cnt) != (* src = "counter.v:13.17-13.32" *) $signed(10'h3f0);
  assign _19_ = $signed(cnt) != (* src = "counter.v:22.17-22.31" *) $signed(10'h3fe);
  assign { _03_[3], _03_[9], _03_[4] } = _19_ ? (* full_case = 32'd1 *) (* src = "counter.v:22.17-22.31|counter.v:22.13-28.16" *) { 1'h0, _04_[9], _04_[9] } : { _05_[9], _05_[9], 1'h0 };
  assign _00_[3:2] = _18_ ? (* full_case = 32'd1 *) (* src = "counter.v:13.17-13.32|counter.v:13.13-19.16" *) { 1'h0, _01_[2] } : { _02_[3], 1'h0 };
  assign { summand[9], summand[4:0] } = mode ? (* full_case = 32'd1 *) (* src = "counter.v:12.13-12.17|counter.v:12.9-29.12" *) { 2'h0, _00_[3:2], _00_[3:2] } : { _03_[9], _03_[4:3], _03_[9], _03_[9], _03_[4] };
  assign _09_[0] = & (* src = "counter.v:36.20-36.33|map.v:30.41-30.50" *) { _08_[1], _06_[1] };
  assign _10_[0] = & (* src = "counter.v:36.20-36.33|map.v:30.41-30.50" *) { _08_[2:1], _06_[1] };
  assign _10_[1] = & (* src = "counter.v:36.20-36.33|map.v:30.41-30.50" *) { _07_[1], _08_[2] };
  assign _11_[0] = & (* src = "counter.v:36.20-36.33|map.v:30.41-30.50" *) { _08_[3:1], _06_[1] };
  assign _11_[1] = & (* src = "counter.v:36.20-36.33|map.v:30.41-30.50" *) { _07_[1], _08_[3:2] };
  assign _11_[2] = & (* src = "counter.v:36.20-36.33|map.v:30.41-30.50" *) { _07_[2], _08_[3] };
  assign _12_[0] = & (* src = "counter.v:36.20-36.33|map.v:30.41-30.50" *) { _08_[4:1], _06_[1] };
  assign _12_[1] = & (* src = "counter.v:36.20-36.33|map.v:30.41-30.50" *) { _07_[1], _08_[4:2] };
  assign _12_[2] = & (* src = "counter.v:36.20-36.33|map.v:30.41-30.50" *) { _07_[2], _08_[4:3] };
  assign _12_[3] = & (* src = "counter.v:36.20-36.33|map.v:30.41-30.50" *) { _07_[3], _08_[4] };
  assign _13_[0] = & (* src = "counter.v:36.20-36.33|map.v:30.41-30.50" *) { _08_[5:1], _06_[1] };
  assign _13_[1] = & (* src = "counter.v:36.20-36.33|map.v:30.41-30.50" *) { _07_[1], _08_[5:2] };
  assign _13_[2] = & (* src = "counter.v:36.20-36.33|map.v:30.41-30.50" *) { _07_[2], _08_[5:3] };
  assign _13_[3] = & (* src = "counter.v:36.20-36.33|map.v:30.41-30.50" *) { _07_[3], _08_[5:4] };
  assign _13_[4] = & (* src = "counter.v:36.20-36.33|map.v:30.41-30.50" *) { _07_[4], _08_[5] };
  assign _14_[0] = & (* src = "counter.v:36.20-36.33|map.v:30.41-30.50" *) { _08_[6:1], _06_[1] };
  assign _14_[1] = & (* src = "counter.v:36.20-36.33|map.v:30.41-30.50" *) { _07_[1], _08_[6:2] };
  assign _14_[2] = & (* src = "counter.v:36.20-36.33|map.v:30.41-30.50" *) { _07_[2], _08_[6:3] };
  assign _14_[3] = & (* src = "counter.v:36.20-36.33|map.v:30.41-30.50" *) { _07_[3], _08_[6:4] };
  assign _14_[4] = & (* src = "counter.v:36.20-36.33|map.v:30.41-30.50" *) { _07_[4], _08_[6:5] };
  assign _14_[5] = & (* src = "counter.v:36.20-36.33|map.v:30.41-30.50" *) { _07_[5], _08_[6] };
  assign _15_[0] = & (* src = "counter.v:36.20-36.33|map.v:30.41-30.50" *) { _08_[7:1], _06_[1] };
  assign _15_[1] = & (* src = "counter.v:36.20-36.33|map.v:30.41-30.50" *) { _07_[1], _08_[7:2] };
  assign _15_[2] = & (* src = "counter.v:36.20-36.33|map.v:30.41-30.50" *) { _07_[2], _08_[7:3] };
  assign _15_[3] = & (* src = "counter.v:36.20-36.33|map.v:30.41-30.50" *) { _07_[3], _08_[7:4] };
  assign _15_[4] = & (* src = "counter.v:36.20-36.33|map.v:30.41-30.50" *) { _07_[4], _08_[7:5] };
  assign _15_[5] = & (* src = "counter.v:36.20-36.33|map.v:30.41-30.50" *) { _07_[5], _08_[7:6] };
  assign _15_[6] = & (* src = "counter.v:36.20-36.33|map.v:30.41-30.50" *) { _07_[6], _08_[7] };
  assign _16_[0] = & (* src = "counter.v:36.20-36.33|map.v:30.41-30.50" *) { _08_[8:1], _06_[1] };
  assign _16_[1] = & (* src = "counter.v:36.20-36.33|map.v:30.41-30.50" *) { _07_[1], _08_[8:2] };
  assign _16_[2] = & (* src = "counter.v:36.20-36.33|map.v:30.41-30.50" *) { _07_[2], _08_[8:3] };
  assign _16_[3] = & (* src = "counter.v:36.20-36.33|map.v:30.41-30.50" *) { _07_[3], _08_[8:4] };
  assign _16_[4] = & (* src = "counter.v:36.20-36.33|map.v:30.41-30.50" *) { _07_[4], _08_[8:5] };
  assign _16_[5] = & (* src = "counter.v:36.20-36.33|map.v:30.41-30.50" *) { _07_[5], _08_[8:6] };
  assign _16_[6] = & (* src = "counter.v:36.20-36.33|map.v:30.41-30.50" *) { _07_[6], _08_[8:7] };
  assign _16_[7] = & (* src = "counter.v:36.20-36.33|map.v:30.41-30.50" *) { _07_[7], _08_[8] };
  assign _06_[2] = | (* src = "counter.v:36.20-36.33|map.v:26.27-26.39" *) { _07_[1], _09_[0] };
  assign _06_[3] = | (* src = "counter.v:36.20-36.33|map.v:26.27-26.39" *) { _07_[2], _10_[1:0] };
  assign _06_[4] = | (* src = "counter.v:36.20-36.33|map.v:26.27-26.39" *) { _07_[3], _11_[2:0] };
  assign _06_[5] = | (* src = "counter.v:36.20-36.33|map.v:26.27-26.39" *) { _07_[4], _12_[3:0] };
  assign _06_[6] = | (* src = "counter.v:36.20-36.33|map.v:26.27-26.39" *) { _07_[5], _13_[4:0] };
  assign _06_[7] = | (* src = "counter.v:36.20-36.33|map.v:26.27-26.39" *) { _07_[6], _14_[5:0] };
  assign _06_[8] = | (* src = "counter.v:36.20-36.33|map.v:26.27-26.39" *) { _07_[7], _15_[6:0] };
  assign _06_[9] = | (* src = "counter.v:36.20-36.33|map.v:26.27-26.39" *) { _07_[8], _16_[7:0] };
  assign _17_[9:1] = _08_[9:1] ^ (* src = "counter.v:36.20-36.33|map.v:44.29-44.60" *) _06_[9:1];
  assign { _00_[9:4], _00_[1:0] } = { 6'h00, _00_[3:2] };
  assign { _01_[9:3], _01_[1:0] } = { 8'h00, _01_[2] };
  assign { _02_[9:4], _02_[2:0] } = { 7'h00, _02_[3], 1'h0 };
  assign { _03_[8:5], _03_[2:0] } = { _03_[9], _03_[9], _03_[9], _03_[9], _03_[9], _03_[9], _03_[4] };
  assign _04_[8:0] = { _04_[9], _04_[9], _04_[9], _04_[9], _04_[9], 1'h0, _04_[9], _04_[9], _04_[9] };
  assign _05_[8:0] = { _05_[9], _05_[9], _05_[9], _05_[9], 1'h0, _05_[9], _05_[9], _05_[9], 1'h0 };
  assign _06_[0] = 1'hx;
  assign { _07_[10], _07_[0] } = { 1'h0, _06_[1] };
  assign _08_[10] = 1'h0;
  assign _09_[1] = _07_[1];
  assign _10_[2] = _07_[2];
  assign _11_[3] = _07_[3];
  assign _12_[4] = _07_[4];
  assign _13_[5] = _07_[5];
  assign _14_[6] = _07_[6];
  assign _15_[7] = _07_[7];
  assign _16_[8] = _07_[8];
  assign _17_[0] = _08_[0];
  assign summand[8:5] = { summand[9], summand[9], summand[9], summand[9] };
endmodule
</file>
<file path="./run.sh">
#!/bin/bash
# OpenROAD 26Q1-2900-gdf79404cd8, Yosys 0.63+post, stock flow scripts
make -C /OpenROAD-flow-scripts/flow DESIGN_CONFIG=/design/flow/config.mk WORK_HOME=/design/flow/orfs finish
</file>
<file path="./config.mk">
export PLATFORM = sky130hd
export DESIGN_NAME = counter_opt
export DESIGN_NICKNAME = counter_opt
export VERILOG_FILES = /design/flow/design.v
export SDC_FILE = /design/flow/constraint.sdc
export NUM_CORES = 4
export LEC_CHECK = 1
export CORE_AREA = 10 10 76 76
export DIE_AREA = 0 0 86 86
</file>
<file path="./constraint.sdc">
current_design counter_opt

set clk_period 4.2
set clk_io_pct 0.2

create_clock -name clk0 -period $clk_period [get_ports {clk}]

set non_clock_inputs [all_inputs -no_clocks]
set_input_delay [expr $clk_period * $clk_io_pct] -clock clk0 $non_clock_inputs
set_output_delay [expr $clk_period * $clk_io_pct] -clock clk0 [all_outputs]
</file>
==> impl_metrics.json <==
{
  "worst_pin_slew_ns": 0.380,
  "gp_congestion": 0.794,
  "post-dp-hpwl_um": 1300,
  "grt_util_met2_pct": 6.90,
  "p_seq_share_pct": 27.6,
  "critical_path_depth": 10,
  "cpMaxStageDelayCell": "clkdlybuf4s50_1",
  "postCtsSetupRepairBufs": 0,
  "hold_ws_ns": 0.699,
  "grt_pass1_wl_um": 2930,
  "internal_power_uw": 429,
  "routedWlPerCell_um": 11.4,
  "avgSynthCellArea_sq_um": 8.89,
  "tool_warnings": 26,
  "relSlewSlack_pct": 74.6,
  "top_usage_layer": "met2",
  "synth_seq_share_pct": 26.8,
  "drive_above_1_share_pct": 7.14,
  "fillers": 446,
  "status": "finished, final reports clean",
  "cts_max_path_buffers": 2,
  "vdd_ir_drop_max_mv": 0.157,
  "p_leak_nw": 0.407,
  "critPathMaxFanout": 6,
  "overflow": 0,
  "min_period_over_period_pct": 73.5,
  "max_stage_delay_ns": 0.56,
  "rsz0062_at_grt": "no",
  "power_density_nw_per_um2": 730,
  "whs_path_depth": 2,
  "total_power_uw": 705,
  "drc": 0,
  "vias_per_cell": 4.51,
  "io-pin-count": 13,
  "cp_top_family": "AND-OR/OR-AND gates",
  "clock_skew_ns": 0.000737,
  "first_global_vias": 670,
  "crit_required_ns": 4.33,
  "ant_nets": 0,
  "top_register": "cnt",
  "regArea_sq_um": 200,
  "die-area_sq_um": 7400,
  "comb_power_share_pct": 58.6,
  "vias": 668,
  "cts_num_sinks": 10,
  "power.switching_uw": 276,
  "core-area_sq_um": 4120,
  "insertion_delay_ns": 0.23,
  "cp-start-kind": "primary input",
  "synth_area_sq_um": 747,
  "drt_iter0_drc": 17,
  "rows": 23,
  "combGateArea_sq_um": 534,
  "post_cts_resize_count": 0,
  "holdBufCountCts": 0,
  "path_class": "in -> reg",
  "slew_viol_final": 0,
  "grt_start_max_net_pins": 12,
  "setup_viol": 0,
  "yosysWarnings": 1,
  "fin_tns_setup_ns": 0,
  "htree_levels": 1,
  "grt.total_usage_pct": 4.56,
  "fmax_mhz": 324,
  "numCtsBuffers": 3,
  "synth_flops": 10,
  "area_growth_pct": 29.3,
  "io_buffers": 12,
  "swShare_pct": 39.2,
  "largest_register_ffs": 10,
  "drv_cap": 0,
  "crit_chain": "clkdlybuf4s50_1 -> a21o_2 -> nand2_1 -> ha_1 -> ha_1 -> o21a_1 -> o2111ai_2 -> a21oi_1 -> or3_1 -> a21o_1",
  "largest_registers": "cnt x10",
  "synthCells": 84,
  "cpMostUsedCell": "ha_1",
  "end_kind": "register",
  "clk_root_buffer_cell": "clkbuf_8",
  "arrival_ns": 3.21,
  "ys_types": 36,
  "grt_util_met1_pct": 6.05,
  "crit_buf_inv": 1,
  "core_util_floorplan_pct": 18.2,
  "finish.utilization_pct": 23.5,
  "die_h_um": 86,
  "hp-class": "reg -> reg",
  "fin_crit_ns": 3.09,
  "n_antenna_cell": 0,
  "report.final.hold_viol_count": 0,
  "drt_pass1_iterations": 4,
  "tritoncts": "yes",
  "power.share.clock_pct": 13.7,
  "ys_area_sq_um": 747,
  "grt_util_met3_pct": 1.53,
  "clk_pin_slew_ns": 0.05,
  "rr_worst_depth": 12,
  "die_x_um": 86,
  "yosysCellCount": 84,
  "drt-total-wl_um": 1690,
  "antenna_found_initial": 0
}
[cell usage after synthesis (all sizes together)]
master,number,share of area (%)
nand2b,3,2.5
o21ai,5,3.3
nor2b,3,2.5
nand4,1,0.84
nor4,1,0.84
xnor2,3,3.5
nor2,7,3.5
buf,1,0.67
a211oi,2,2.7
xor2,1,1.2
ha,10,17
nand2,5,2.5
or2b,1,1.0
o2111ai,1,2.0
o21bai,2,2.0
mux2i,1,1.3
or3,2,1.7
fa,1,2.7
a21o,6,6.2
a21oi,4,2.7
a2111o,1,1.5
and3,1,0.84
o21a,1,1.0
dfxtp,10,27
nor3,1,0.67
inv,2,1.0
or3b,1,1.2
a31oi,1,0.84
a311o,1,1.3
or2,1,0.84
nand3,2,1.3
o31a,1,1.2
o31ai,1,1.0
[worst min-delay path: cells and delay by family (launching register included)]
| family | cells | cell delay [ns] |
|---|---|---|
| DFF | 1 | 0.40 |
| adders and majority gates | 1 | 0.16 |
| and+or+nand+nor | 1 | 0.11 |
[worst paths after layout]
check,startpoint,to,slack [ns]
setup / recovery,mode,cnt[9],1.11
hold / removal,cnt[0],cnt[0],0.70
setup reg to reg,cnt[1],cnt[9],1.12
hold reg to reg,cnt[0],cnt[0],0.70
[power groups by stage]
stage	Sequential (mW)	Clock [mW]	Combinational, mW
after global routing	0.207	0.106	0.471
after CTS	0.195	0.100	0.418
final	0.195	0.0969	0.414
[metrics by stage]
| step | setup WS (ns) | instance area [sq um] | instances |
|---|---|---|---|
| floorplan | 1.35 | 747 | 84 |
| global placement | 0.893 | 925 | 145 |
| detailed placement | 0.900 | 925 | 145 |
| CTS | 1.12 | 966 | 148 |
| global route | 0.886 | 966 | 148 |
| finish | 1.11 | 966 | 148 |
[area by class of cell]
type	count	share of cell area, %
tap	50	6.48
sequential	10	20.7
clock buffer	3	4.27
inverter	2	0.777
timing repair buffer	12	12.4
multi-input combinational	71	55.3
[routing by layer]
layer  wire length, um  vias to the layer above
li1                  -                      340
met1               781                      303
met2               706                       21
met3               153                        4
met4                44                        0
met5                 0                        -
[layout by cell type (no fill, tap or decap), drive strengths merged, types with 4 or more instances in the layout]
master	count
nor2	7
a21oi	4
nand2	5
a21o	6
clkdlybuf4s50	12
dfxtp	10
ha	10
o21ai	5
[cells by family (layout without fill, tap and decap cells)]
family | Yosys count | after routing | synth area share, %
and+or+nand+nor | 29 | 29 | 20.3
AOI/OAI and AO/OA | 26 | 26 | 25.8
DFF | 10 | 10 | 26.8
xor gates and xnor gates | 4 | 4 | 4.69
adders and majority gates | 11 | 11 | 19.4
buffers and inverters | 3 | 17 | 1.67
muxes | 1 | 1 | 1.34
